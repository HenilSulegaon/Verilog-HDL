`design/flow/design.v`:
```
module seq_det_0110(in,clk,rst,out);
  input in,clk,rst;
  output reg out;
  parameter S0=2'b00, S1=2'b01, S2=2'b10,  S3=2'b11;
  reg [1:0] PS,NS;
  always@(posedge clk or posedge rst)     
    begin
      if(rst)
        PS<=S0;
      else
        PS<=NS;
    end
  always@(PS,in)
    begin
      case(PS)
        S0:begin
          NS=in?S0:S1;
          out=in?0:0;
        end
        S1:begin
          NS=in?S2:S0;
          out=in?0:0;
          end
        S2:begin
          NS=in?S3:S0;
          out=in?0:0;
          end
        S3:begin
          NS=in?S0:S1;
          out=in?0:1;
          end
      endcase
    end
endmodule
```
`design/flow/run.sh`:
```
#!/bin/bash
# OpenROAD 26Q1-2900-gdf79404cd8, Yosys 0.63+post, stock flow scripts
make -C /OpenROAD-flow-scripts/flow DESIGN_CONFIG=/design/flow/config.mk WORK_HOME=/design/flow/orfs finish
```
`design/flow/config.mk`:
```
export PLATFORM = sky130hd
export DESIGN_NAME = seq_det_0110
export DESIGN_NICKNAME = seq_det_0110
export VERILOG_FILES = /design/flow/design.v
export SDC_FILE = /design/flow/constraint.sdc
export NUM_CORES = 4
export LEC_CHECK = 1
export CORE_AREA = 10 10 70 70
export DIE_AREA = 0 0 80 80
```
`design/flow/constraint.sdc`:
```
current_design seq_det_0110

set clk_period 1.1
set clk_io_pct 0.2

create_clock -name clk0 -period $clk_period [get_ports {clk}]

set non_clock_inputs [all_inputs -no_clocks]
set_input_delay [expr $clk_period * $clk_io_pct] -clock clk0 $non_clock_inputs
set_output_delay [expr $clk_period * $clk_io_pct] -clock clk0 [all_outputs]
```
==> reports/metrics.yaml <==
clk_pin_slew_ns: 0.04
core_area_sq_mm: 0.003416
routed_wl_um: 300
place_inst: 62
min_path_type: "in -> async"
via_per_inst: 1.731
mostFrequentLayoutCells: "3 x dfrtp_1, 3 x clkbuf_4, 2 x and2_2, 2 x nor2_1"
gp_congestion: 0.6706
path_class: "reg -> out"
yosys_cells: 12
pin_count: 4
drv_cap: 0
slew_headroom_pct: 88.51
cts_resized: 4
power_density_mw_per_mm2: 1502
clock_latency_ns: 0.23
synthAdderAreaFrac_pct: 0
ir_worst_vdd_uv: 290.3
mux_share_pct: 0
initCoreUtil_pct: 4.286
die_w_um: 80
skew_ns: 0.005607
top_register: "PS"
r2r-start: "PS[0]"
warning_count: 27
slew_violations: 0
slowest_delay_ns: 0.36
ys_top_cells_by_area: "dfrtp_1 51%, dfstp_2 18%, and2_2 10%"
syn_area_sq_um: 146.4
worstPathRequired_ns: 0.88
rsz0062_at_grt: "true"
cts_max_path_buffers: 2
grt_pass1_wl_um: 503
reg2reg_to: "PS[0]"
yosys.area_share.aoi_pct: 3.419
path_cells: "and2b_2 -> buf_2"
setup.worst_path.end: "out"
synth_cells: 12
dr.pass1.iters: 2
grt_pass1_vias: 124
worst_pin_slew_ns: 0.1718
hold_viol: 0
grt_usage_pct: 1.158
cts_root_buf: "clkbuf_4"
cts_tree: "built"
ant_nets: 0
ys.flops: 4
numCtsBuffers: 3
yosysTopAreaCellShare_pct: 51.28
num_vias: 116
crit_slowest_cell: "dfrtp_1"
setup_viol: 0
grt_max_degree: 6
top_logic_kind: "simple AND/OR/NAND/NOR gates"
max_freq_ghz: 0.9099
largest_area_cell: "dfrtp_1"
end_kind: "output port"
htreeDepth: 1
min_period_ns: 1.099
ys_types: 8
synthSimpleGateAreaFrac_pct: 24.79
placedInstanceArea_sq_um: 241.5
finish.instance_area_sq_um: 264.0
yosys_warnings: 1
port_buffers: 3
xor_share_pct: 0
ys_area_sq_um: 146.4
clock-sinks: 4
gr-total-overflow: 0
ys_seq_share_pct: 69.23
rrSetupSlack_ns: 0.34
crit_arrival_ns: 0.88
cp-start-kind: "register"
fin_crit_sh_pct: 99.92
drt_iter0_markers: 19
path_max_fanout: 2
post-route-drc-count: 0
avgRoutedWirePerCell_um: 4.478
chip_area_sq_mm: 0.006400
reg_top3: "PS: 4 flops"
ctsHoldBuffers: 0
die_h_um: 80
largest_reg_flops: 4
row_count: 21
status: "completed"
postCtsSetupRepairBufs: 0
drive_gt1_share_pct: 45.00
stdcell_count: 67
syn2layout_area_growth_pct: 80.34
totalPowerFinal_w: 0.0003965
cp-startpoint: "PS[3]"
avgSynthCellArea_sq_um: 12.20
rr_worst_depth: 2
antenna_found_initial: 1
cellLeakagePower_nw: 0.1099
## cells by family after synthesis
group                  Yosys count
AND/OR/NAND/NOR                  6
flip-flops                       4
AND-OR/OR-AND                    1
buffers and inverters            1
## critical path: cells and delay by family (launching register included)
kind	cells	cell delay (ns)
buffers and inverters	1	0.10
AND/OR/NAND/NOR	1	0.18
flip-flops	1	0.36
## Yosys cell counts
cell and instances:
nor2_1 2, dfrtp_1 3, nor3_1 1, dfstp_2 1, a21oi_1 1, inv_1 1, and2_2 2, and2b_2 1
## stage by stage
stage	util [%]	setup TNS (ns)	worst slack, ns	hold slack, ns
floorplan	-	0	0.3688	-0.01464
finish	7.729	0	0.0009341	0.1744
detailed placement	7.070	-0.4259	-0.4239	0.4211
global placement	7.070	-0.4245	-0.4245	0.4068
global route	7.729	-0.04583	-0.04583	0.1964
CTS	7.656	-0.01359	-0.01359	0.1755
## per-layer routing
metal  wire, um  track usage, %
met5          0               0
met4          0          0.1761
met3         68           2.159
met2        102           1.284
met1        129          0.9309
## report_power, final
part / total (W) / internal, W / switching, W
Clock: 0.000196 / 0.000136 / 0.0000601
Sequential: 0.000169 / 0.000165 / 0.00000468
Combinational: 0.0000308 / 0.0000164 / 0.0000144
Total: 0.000397 / 0.000317 / 0.0000792
## layout make-up
| type | instances | area (sq um) |
|---|---|---|
| flip-flops and latches | 4 | 101.3 |
| diodes | 1 | 2.502 |
| inverters | 1 | 3.754 |
| clock buffers | 4 | 26.28 |
| well taps | 46 | 57.56 |
| fillers | 404 | 3152 |
| multi-input cells | 7 | 41.29 |
| repair buffers | 4 | 31.28 |
## worst min-delay path by stage
stage / start / end / slack, ns / cells after the start
4_1_cts: rst / PS[2] / 0.18 / 2
5_1_grt: rst / PS[2] / 0.20 / 2
6_report: rst / PS[1] / 0.17 / 2
